==> ./design.v <==
`timescale 1ns / 1ps
module saturate_and_scale #(parameter LSB=4)(
        input clk_i,
        input [47:0] in_i,
        input patternmatch_i,
        input patternbmatch_i,
        output [4:0] out_o,
        output [3:0] abs_o,
        output gt_o,
        output lt_o
    );
    wire in_bounds = (patternmatch_i || patternbmatch_i);
    wire [4:0] base_output = in_i[LSB +: 5];
    reg [4:0] rounded_output = {5{1'b0}};    
    reg [3:0] abs = {4{1'b0}};
    reg gt_reg = 0;
    reg lt_reg = 0;
    always @(posedge clk_i) begin
        rounded_output[4] <= ~in_i[47];
        if (!in_bounds) begin
            rounded_output[3:0] <= {4{!in_i[47]}};
            gt_reg <= !in_i[47];
            lt_reg <= in_i[47];
            abs <= 4'd15;
        end else begin
            gt_reg <= !in_i[47] && base_output[3];
            lt_reg <= in_i[47] && !base_output[3];
            rounded_output[3:1] <= base_output[3:1];
            rounded_output[0] <= in_i[LSB-1] | base_output[0];
            if (in_i[47])
                abs <= ~{base_output[3:1],(in_i[LSB-1] | base_output[0])};
            else
                abs <= { base_output[3:1], in_i[LSB-1] | base_output[0] };
        end
    end
    assign abs_o = abs;
    assign out_o = rounded_output;
    assign gt_o = gt_reg;
    assign lt_o = lt_reg;    
endmodule
==> ./run.sh <==
#!/bin/bash
# OpenROAD 26Q1-2900-gdf79404cd8, Yosys 0.63+post, stock flow scripts
make -C /OpenROAD-flow-scripts/flow DESIGN_CONFIG=/design/flow/config.mk WORK_HOME=/design/flow/orfs finish
==> ./config.mk <==
export PLATFORM = sky130hd
export DESIGN_NAME = saturate_and_scale
export DESIGN_NICKNAME = saturate_and_scale
export VERILOG_FILES = /design/flow/design.v
export SDC_FILE = /design/flow/constraint.sdc
export NUM_CORES = 4
export LEC_CHECK = 1
export CORE_AREA = 10 10 70 70
export DIE_AREA = 0 0 80 80
==> ./constraint.sdc <==
current_design saturate_and_scale

set clk_period 1.0
set clk_io_pct 0.2

create_clock -name clk0 -period $clk_period [get_ports {clk_i}]

set non_clock_inputs [all_inputs -no_clocks]
set_input_delay [expr $clk_period * $clk_io_pct] -clock clk0 $non_clock_inputs
set_output_delay [expr $clk_period * $clk_io_pct] -clock clk0 [all_outputs]
==> GITHUB_STEP_SUMMARY <==
### Metrics collected by this job

| Metric | Value |
|---|---|
| Status | completed |
| Synthesized flop and latch total | 11 |
| Clock share of power | 31.0% |
| Biggest register | rounded_output |
| Post-layout power | 0.936 mW |
| GRT overflow | 0 |
| Placement Cell Area | 647 um^2 |
| First-pass DRT Iterations | 2 |
| Io pins | 62 |
| Sequence of cells on the critical path | clkdlybuf4s15_1 |
| RSZ-0062 raised after global routing | false |
| Top cell excl fill/tap | clkdlybuf4s15_1 |
| Worst Setup End Kind | output pin |
| Post-Synth AOI/OAI Area | 13.6% |
| Sequential Power Share | 52.1% |
| Max Root-Sink Buffers | 2 |
| Crit path DRT | 0.80 ns |
| Reg clk slew, reported paths | 0.07 ns |
| Vias | 318 |
| Stage-log warning count | 68 |
| ANT nets after route | 0 |
| Startpoint types | flip-flop |
| CTS root buf | clkbuf_4 |
| Post-route setup slack | 0.0354 ns |
| XORs/XNORs by Area | 4.55% |
| Synth warn | 1 |
| Yosys adder share | 6.49% |
| Synth Area per Inst | 11.0 um^2 |
| Cts bufs inserted | 3 |
| Initial drt markers | 13 |
| Critical path type | flip-flop to output pin |
| Metal-1 WL | 357 um |
| Maximum vdd ir drop | 233 uV |
| Net Sw Frac | 21.1% |
| Chip area | 6400 um^2 |
| Tcrit/Tclk final | 96.5% |
| Comb pwr share | 16.9% |
| Post-synth seq share | 57.1% |
| Worst-path fanout max | 1 |
| Mapped Area | 385 um^2 |
| Area reported by Yosys stat | 385 um^2 |
| Place WS | -0.326 ns |
| Number of max-cap violations | 0 |
| Initial antenna violation count | 0 |
| Cell variety after synth | 17 |
| Max-slew violations | 0 |
| Post-synthesis mux area share | 2.60% |
| Site Rows | 21 |
| Worst path top cell family by delay | flip-flops |
| Psw | 0.197 mW |
| Top sig layer | met4 |
| Via density | 2.97 |
| Final Hold Viols | 0 |
| Top cells excl fill/tap | clkdlybuf4s15_1, dfxtp_1, clkdlybuf4s50_1, buf_4 |
| Int Pwr | 0.739 mW |
| Vias in the first global route | 365 |
| Leakage | 0.333 nW |
| Share of cells above drive strength 1 | 27.9% |
| CP Buf/Inv Count | 1 |
| Design area | 692 um^2 |
| Largest net degree at the start of global routing | 11 |
| DRC Markers | 0 |
| Max reg flops | 5 |
| Post-layout util | 20.3% |
| Routed wl met2 | 470 um |
| Crit path DAT | 0.76 ns |
| Final antenna diode count | 0 |
| Port Buffers | 19 |
| Area grow syn2layout | 79.5% |
| H-tree depth | 1 |
| Total global-route track usage | 3.36% |
| Setup Viol. Count Final | 0 |
| Syn Inst Count | 35 |
| Drt total wl | 1010 um |
| Yosys simple share | 9.42% |
| Yosys Instances | 35 |
| Crit path time final | 0.965 ns |
| Pwr per Cell Area | 1350 nW/um^2 |
| Die height | 80 um |
| Crit-path max cell delay | 0.32 ns |
| Setup TNS | 0 ns |
| Highest clock rate | 1040 MHz |
| Routed len/inst | 9.48 um |
| Largest regs | rounded_output x5, abs x4 |
| Core Area | 3420 um^2 |
| HPWL Detailed | 870 um |
| First-pass GRT wire length | 1660 um |
| CTS Sinks | 11 |
| Top comb family, area | AND-OR/OR-AND gates |
| Tightest Pin Transition | 0.239 ns |
| HP Class | input port to flip-flop |
| Gp weighted congestion | 0.635 |
| FP Core Util | 11.3% |
| Chip Width | 80 um |
| Worst path slowest cell | dfxtp_1 |
| Wire length on met3 | 172 um |
| CTS tree | done |
| Slew Limit Headroom | 84.1% |
-- final cells by class --
class | instances | area (um^2)
Clock buffer | 4 | 26.3
Fill cell | 384 | 2720
Inverter | 2 | 7.51
Multi-Input combinational cell | 20 | 150
Sequential cell | 11 | 225
Tap cell | 46 | 57.6
Timing Repair Buffer | 24 | 225
-- stage by stage --
step | hold slack (ns) | std cells
final | 0.215 | 107
after global routing | 0.226 | 107
after CTS | 0.566 | 106
after detailed placement | 0.849 | 102
after global placement | 0.846 | 102
after floorplan | 0.310 | 35
-- worst paths after layout --
| check | start | endpoint | slack, ns | depth (start not counted) |
|---|---|---|---|---|
| worst min-delay path | in_i[7] | rounded_output[3] | 0.22 | 2 |
| worst max-delay path | rounded_output[3] | out_o[3] | 0.04 | 1 |
-- power groups by stage --
stage	Combinational [mW]	Clock, mW	Sequential, mW
CTS	0.157	0.306	0.486
global route	0.179	0.333	0.492
finish	0.158	0.291	0.488
-- per-layer routing --
layer / GRT usage (%) / up-vias
met3: 3.07 / 2
met2: 5.62 / 13
met1: 2.98 / 137
met5: 0 / -
met4: 0.528 / 0
li1: - / 166
-- synthesized netlist by cell type --
library cell | n | share of area, %
mux2i_1 | 1 | 2.6
buf_6 | 1 | 2.9
xnor2_1 | 2 | 4.5
inv_1 | 1 | 0.97
nor3_1 | 1 | 1.3
dfxtp_1 | 11 | 57
inv_2 | 1 | 0.97
o21ai_0 | 1 | 1.3
o21a_1 | 1 | 1.9
buf_2 | 1 | 1.3
ha_1 | 2 | 6.5
nand2_1 | 3 | 2.9
o21ai_1 | 2 | 2.6
nor3_2 | 1 | 2.6
a21o_1 | 4 | 7.8
nor2_1 | 1 | 0.97
or2_1 | 1 | 1.6
-- kinds of logic (layout without fill, tap and decap cells) --
group                      Yosys count  after routing
muxes                                1              1
DFF                                 11             11
and+or+nand+nor                      7              7
xor gates and xnor gates             2              2
buffers and inverters                4             30
AOI/OAI and AO/OA                    8              8
adders and majority gates            2              2
-- timing repair --
action | CTS | global route
hold buffers | 0 | 0
setup buffers | 0 | 1
gates resized | 18 | 15
endpoints found under the setup margin | 16 | 13
gates cloned | 0 | 0
pin swaps | 0 | 1
Power figures rest on the tool's default switching activity, not on a simulated workload.
